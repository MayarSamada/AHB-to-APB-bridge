## flow/run.sh

```bash
#!/bin/bash
# OpenROAD 26Q1-2900-gdf79404cd8, Yosys 0.63+post, stock flow scripts
make -C /OpenROAD-flow-scripts/flow DESIGN_CONFIG=/design/flow/config.mk WORK_HOME=/design/flow/orfs finish
```

## flow/config.mk

```make
export PLATFORM = sky130hd
export DESIGN_NAME = fsm
export DESIGN_NICKNAME = fsm
export VERILOG_FILES = /design/flow/design.v
export SDC_FILE = /design/flow/constraint.sdc
export NUM_CORES = 4
export LEC_CHECK = 1
export CORE_AREA = 10 10 103 103
export DIE_AREA = 0 0 113 113
```

## flow/constraint.sdc

```tcl
current_design fsm

set clk_period 3.9
set clk_io_pct 0.2

create_clock -name clk0 -period $clk_period [get_ports {Hclk}]

set non_clock_inputs [all_inputs -no_clocks]
set_input_delay [expr $clk_period * $clk_io_pct] -clock clk0 $non_clock_inputs
set_output_delay [expr $clk_period * $clk_io_pct] -clock clk0 [all_outputs]
```

## flow/design.v

```verilog
`timescale 1ns/1ps
module fsm(
 input Hclk ,Hrstn ,Hwrite ,Hsel_APB,test_si,test_se,
 input [31:0]Haddr,Hwdata,Prdata, 
 input [1:0]Htrans,
 output reg Hready_out,Penable,Pselx,Pwrite,test_so,
 output reg [31:0]Hrdata,Pwdata,Paddr,
 output reg [1:0]Hresp
);
reg Valid;
reg tmp_Hwrite;
reg [31:0] tmp_Haddr;
reg [2:0] current_state, next_state;
always@(*) begin
Valid = 1'b0;
case ({Htrans,Hsel_APB}) 
3'b101 : Valid = 1'b1;  
3'b111 : Valid = 1'b1;  
default: Valid = 1'b0;
endcase
end
parameter idle=3'b000, read=3'b001, read_enable=3'b010, write_wait=3'b011,
write=3'b100, writep=3'b101, write_enable=3'b110, write_enablep=3'b111;
always@(posedge Hclk or negedge Hrstn)
begin
 if(!Hrstn)
   current_state <= idle;
 else
   current_state <= next_state;
end
always@(*)
begin
 next_state = current_state;
 case(current_state)
   idle:begin 
          if(Valid == 1 && Hwrite ==1)
            next_state =  write_wait;
          else if(Valid == 1 && Hwrite ==0)
             next_state = read;
          else
             next_state = idle;
        end
   write_wait:begin
          if(Valid)
            next_state = writep;
          else
            next_state = write;
          end
   read:begin
          next_state = read_enable;
        end
   write:begin
          if(Valid)
             next_state = write_enablep;
          else
             next_state = write_enable;
         end
   writep:begin
          next_state = write_enablep;
        end 
   write_enable:begin
          if(Valid == 1 && Hwrite ==1)
            next_state =  write_wait;
          else if(Valid == 1 && Hwrite ==0)
             next_state = read;
          else
             next_state = idle;
        end        
   write_enablep:begin
          if(Valid == 1 && tmp_Hwrite ==1)
            next_state =  writep;
          else if(Valid == 0 && tmp_Hwrite ==1)
             next_state = write;
          else
             next_state = read;
        end 
   read_enable:begin
          if(Valid == 1 && Hwrite ==1)
            next_state =  write_wait;
          else if(Valid == 1 && Hwrite ==0)
             next_state = read;
          else
             next_state = idle;
        end 
    default:begin
            next_state = idle;
           end
 endcase
end
always@(*)
begin
Hready_out=1'b0;
Penable=1'b0;
Pselx=1'b0;
Pwrite=1'b0;
Hrdata=32'b0;
Pwdata=32'b0;
Paddr=32'b0;
Hresp=2'b0;
tmp_Hwrite = 1'b0;
tmp_Haddr = 32'b0;
  case(current_state)
    idle:begin
        Hready_out = 1'b1;
        Penable = 1'b0;
        Pselx = 1'b0;
        end
   read:begin
        Paddr = Haddr;
        Pselx = 1'b1;
        Pwrite = 1'b0;
        Hready_out =1'b0;
        Penable = 1'b0;
        end
   read_enable:begin
        Hrdata = Prdata;
        Penable = 1'b1;
        Hready_out =1'b1;
        end
   write_wait:begin
        Penable = 1'b0;
        tmp_Hwrite = Hwrite;
        tmp_Haddr = Haddr;
        end
   write:begin
        Paddr = tmp_Haddr;
        Pselx = 1'b1;
        Pwdata = Hwdata;
        Pwrite = 1'b1;
        Hready_out =1'b0;
        Penable = 1'b0;
        end
    writep:begin
        Pselx = 1'b1;
        tmp_Hwrite = Hwrite;
        tmp_Haddr = Haddr;
        Paddr = tmp_Haddr;
        Pwdata = Hwdata;
        Pwrite = 1'b1;
        Penable = 1'b0;
        Hready_out =1'b0;
        end
    write_enable:begin
        Hready_out =1'b1;
        Penable = 1'b1;
        end
    write_enablep:begin
        Hready_out =1'b1;
        Penable = 1'b1;
        end
 endcase
end
endmodule
```

==> Flow_metrics.wiki <==
== Run summary ==
{| class="wikitable"
! Metric !! Value
|-
| Placeable core region || just over 8000 sq um
|-
| Worst relative slew slack || 52.2%
|-
| Top flop regs || current_state: 8 flops
|-
| Main kind of combinational logic by area || simple AND/OR/NAND/NOR gates
|-
| Fraction of power spent switching nets || 17.4%
|-
| Core utilization at floorplan || 16.5%
|-
| Largest register by flop count || current_state
|-
| Remaining antenna violation count || 0
|-
| Fa+ha+maj area frac || 0%
|-
| Count of routing violations after the opening detailed-route iteration || 143
|-
| Maximum clock rate || roughly 300 MHz
|-
| Global-route usage over all layers || between 10 and 15%
|-
| Maximum clock skew at final layout || between 0.007 and 0.008 ns
|-
| Most used flip-flop cell || sky130_fd_sc_hd__dfrtp_1
|-
| Placement row count || 33
|-
| HPWL after detailed placement || 6330 microns
|-
| Post-CTS Hold Fix Bufs || 0
|-
| Total detailed-routing wirelength || around 8000 microns
|-
| Number of iterations in the first detailed-routing pass || 6
|-
| Kind of path behind the tightest hold check || reg -> reg
|-
| Ratio of final minimum period to clock period || 85.4%
|-
| Tool Warnings || 28
|-
| Routed length per instance || approximately 17 microns
|-
| Root Buffer || sky130_fd_sc_hd__clkbuf_8
|-
| Sequential element share of the synthesized area || between 10 and 15%
|-
| Most common library cells after synthesis || 57 x sky130_fd_sc_hd__nor4b_1, 35 x sky130_fd_sc_hd__inv_1, 33 x sky130_fd_sc_hd__nor3_1
|-
| Cell count in the Yosys report || around 190
|-
| Data required time at the worst endpoint || about 3.1 ns
|-
| Worst skew pair latency || 0.23 ns
|-
| Number of synthesized flops with an enable pin || 0
|-
| Arrival time at the worst endpoint || between 2 and 3 ns
|-
| Area leader share || ~37%
|-
| Setup TNS || 0 ns
|-
| Crit Path Max Fanout || 35
|-
| Count of final max-slew check failures || 0
|-
| Total Die Area || about 13000 sq um
|-
| Leading area contributor after synthesis || sky130_fd_sc_hd__nor4b_1
|-
| Number of port buffers || around 200
|-
| Power share of the combinational group || approximately 56%
|-
| Cts bufs inserted || 3
|-
| Top cells by area || sky130_fd_sc_hd__nor4b_1 37%, sky130_fd_sc_hd__dfrtp_1 13%, sky130_fd_sc_hd__nor3_1 12%
|-
| Count leader, synth || sky130_fd_sc_hd__nor4b_1
|-
| Resized Gates After CTS || 0
|-
| Horizontal die size || approximately 110 microns
|-
| RSZ-0062 raised after global routing || no
|-
| Xor and xnor fraction of the mapped netlist area || 0%
|-
| Critical path start-end classification || reg -> out
|-
| Max FFs per register || 8
|-
| Gate count after technology mapping || roughly 190
|-
| CTS max path bufs || 2
|-
| Chip Area, Yosys || roughly 1400 sq um
|-
| Nature of the critical path startpoint || flop
|-
| Yosys warning total || 2
|-
| Count of unresolved DRC violations after routing || 0
|-
| Last weighted congestion value of the routability-driven placer || around 0.78
|-
| Run status || complete, no violations
|-
| Post-CTS setup buffer count || 0
|-
| Ys async rst share || 100%
|-
| Vias in the first global route || around 2.1k
|-
| Global-route congestion overflow total || 0
|-
| Endpoint kind of the worst setup timing path || output pin
|-
| Clock input transition at the sequential cells of the worst setup and hold paths || 0.04 ns
|-
| Part of the power in registers || roughly a fifth
|-
| Power spent charging and discharging nets || between 0.00007 and 0.00008 W
|-
| P&R area growth vs syn || 152%
|-
| Mean area per synthesized cell || between 7 and 8 sq um
|-
| Largest net degree at the start of global routing || between 60 and 70
|-
| Number of diodes added for antenna fixing || 0
|-
| TritonCTS clock tree || yes
|-
| Wire length of the first global-routing pass || 11600 microns
|-
| Crit path max-delay cell type || sky130_fd_sc_hd__or3_2
|-
| Netlist area before placement || about 1400 sq um
|-
| Clock Sinks || 8
|-
| Total power per unit cell area || 123 nW/um^2
|-
| Hold Fails Final Rpt || 0
|-
| Clock power share || 23.8%
|-
| Share of synthesized area spent on multiplexers || 0%
|-
| Internal power contribution || between 0.0003 and 0.0004 W
|-
| Final Setup Violations || 0
|-
| Synth cell types || 22
|-
| Count of H-tree levels built during CTS || 1
|-
| Delay of the slowest cell on the worst path || 0.79 ns
|-
| Fraction of final layout cells sized beyond drive strength 1 || 5.72%
|-
| Tightest Pin Transition || between 0.7 and 0.8 ns
|-
| Peak supply drop || 0.0593 mV
|-
| Drt via density || between 4 and 5
|-
| Shortest clock period the worst path allows after layout || 3.33 ns
|-
| Vias after detailed routing || between 2k and 2.5k
|-
| Initial antenna violation count || 0
|-
| Number of synthesized register bits || 8
|-
| Boundary pin count || approximately 210
|-
| Setup Slack @ Placement || between 0.7 and 0.8 ns
|-
| Critical path cell sequence || or3_2 -> buf_12 -> nor4b_1 -> clkdlybuf4s50_1
|-
| Compound-Gate Fraction of Synth Area || under 10%
|-
| Slack of the critical path || 0.569 ns
|-
| Die outline height || ~110 microns
|-
| Leakage power || roughly 1.4 nW
|-
| Overall Power || 0.000424 W
|-
| Number of maximum-capacitance constraint violations || 0
|-
| Fraction of the mapped netlist area in simple logic gates || approximately three fifths
|}
[final cells by class]
type                       instances  area [sq um]
multi-input combinational        114           876
inverter                          35           131
clock buffer                       4          45.0
fill                             825          4850
sequential                         8           201
timing repair buffer             206          2060
tap                              105           131
[metal layers]
metal	GRT usage, %	vias to the layer above	part of all wire, %
li1	-	1026	-
met1	11.5	952	36
met2	16.8	147	44
met3	8.65	6	19
met4	0.931	0	0.82
met5	0	-	0
[worst paths after layout]
check                                  from               end  slack (ns)  cells past startpoint
max                        current_state[0]        Pwdata[19]        0.57                      4
min                        current_state[5]  current_state[7]        0.47                      1
max reg2reg                current_state[0]  current_state[4]        2.27                      2
min reg2reg                current_state[5]  current_state[7]        0.47                      1
max in group asynchronous             Hrstn  current_state[0]        2.78                      1
min in group asynchronous             Hrstn  current_state[6]        0.82                      1
[worst max-delay path, delay by kind of cell (launching register included)]
kind / cells / cell delay (ns)
AND/OR/NAND/NOR: 2 / 1.12
buffers and inverters: 2 / 0.84
flip-flops: 1 / 0.36
[logic make-up (layout without fill, tap and decap cells)]
| logic type | after synthesis | count (layout) |
|---|---|---|
| buffers and inverters | 69 | 245 |
| other | 1 | 3 |
| flip-flops | 8 | 8 |
| AND-OR/OR-AND | 5 | 5 |
| AND/OR/NAND/NOR | 106 | 106 |
[stage by stage]
step                      hold WS [ns]  instance area, sq um  utilization [%]  std cells
after floorplan                  0.352                  1380                -        191
after global placement           0.455                  3400             41.0        468
after detailed placement         0.459                  3400             41.0        468
after CTS                        0.468                  3440             41.5        472
after global routing             0.486                  3440             41.5        472
final                            0.467                  3440             41.5        472
[power by group through the flow]
| stage | clock (W) | sequential, W | combinational, W |
|---|---|---|---|
| 6_report | 0.000101 | 0.0000835 | 0.000239 |
| 5_1_grt | 0.000108 | 0.0000833 | 0.000261 |
| 4_1_cts | 0.000102 | 0.0000835 | 0.000244 |
[layout by cell type, fill, tap and decap left out, drive strengths merged, types with 2 or more instances in the layout]
cell type | synthesis | final
buf | 19 | 6
or2 | 2 | 2
conb | 1 | 3
nor4b | 62 | 62
nor4 | 2 | 2
a21boi | 3 | 3
clkbuf | 15 | 4
inv | 35 | 35
nor3 | 33 | 33
clkdlybuf4s50 | 0 | 200
or3 | 3 | 3
dfrtp | 7 | 7
No activity file was given, so power comes from the tool's default toggle rates.
